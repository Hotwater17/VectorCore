File: config.mk
export PLATFORM = sky130hd
export DESIGN_NAME = SELECTOR
export DESIGN_NICKNAME = SELECTOR
export VERILOG_FILES = /design/flow/design.v
export SDC_FILE = /design/flow/constraint.sdc
export NUM_CORES = 4
export LEC_CHECK = 1
export CORE_AREA = 10 10 116 116
export DIE_AREA = 0 0 126 126
File: design.v
package vect_pkg;
typedef enum logic [6:0] {
    VLOAD   =   7'b0000111,
    VSTORE  =   7'b0100111,
    VARITH  =   7'b1010111
} opcode_e;
typedef enum logic [5:0] {
    VADD_VREDSUM    =   6'b000000,
    VREDAND         =   6'b000001,
    VSUB_VREDOR     =   6'b000010,
    VRSUB_VREDXOR   =   6'b000011,
    VMINU_VREDMINU  =   6'b000100,
    VMIN_VREDMIN    =   6'b000101,
    VMAXU_VREDMAXU  =   6'b000110,
    VMAX_VREDMAX    =   6'b000111,
    VAND            =   6'b001001,
    VOR             =   6'b001010,
    VXOR            =   6'b001011,
    VRGATHER        =   6'b001100,
    VINCGATHER      =   6'b001101,
    VSLIDEUP        =   6'b001110,
    VSLIDEDOWN      =   6'b001111,
    VADC            =   6'b010000,
    VMADC           =   6'b010001,
    VSBC            =   6'b010010,
    VMSBC           =   6'b010011,
    VMSEQ_VMANDNOT  =   6'b011000,
    VMSNE_VMAND     =   6'b011001,
    VMSLTU_VMOR     =   6'b011010,
    VMSLT_VMXOR     =   6'b011011,
    VMSLEU_VMORNOT  =   6'b011100,
    VMSLE_VMNAND    =   6'b011101,
    VMSGTU_VMNOR    =   6'b011110,
    VMSGT_VMXNOR    =   6'b011111,
    VMERGE_VCOMPRESS=   6'b010111,
    VSLL_VMUL       =   6'b100101,
    VSRL            =   6'b101000,
    VSRA_VMADD      =   6'b101001,
    VSSRL           =   6'b101010,
    VSSRA_VNMSUB    =   6'b101011,
    VNSRL           =   6'b101100,
    VNSRA_VMACC     =   6'b101101,
    VNCLIPU         =   6'b101110,
    VNCLIP_VNMSAC   =   6'b101111,
    VDIVU           =   6'b100000,
    VDIV            =   6'b100001,
    VREMU           =   6'b100010,
    VREM            =   6'b100011,
    VMULHU          =   6'b100100,
    VMULHSU         =   6'b100110,
    VMULH           =   6'b100111
} funct6_e;
localparam  INT   = 1'b0;
localparam  MULT  = 1'b1;       
typedef enum logic [2:0] {
    OPIVV = 3'b000,
    OPFVV = 3'b001,
    OPMVV = 3'b010,
    OPIVI = 3'b011,
    OPIVX = 3'b100,
    OPFVF = 3'b101,
    OPMVX = 3'b110,
    OPCFG = 3'b111
  } funct3_e;
typedef enum logic [1:0] {
    OFF_UNIT        =   2'b00,
    OFF_INDEX_UNORD =   2'b01,
    OFF_STRIDE      =   2'b10,
    OFF_INDEX_ORD   =   2'b11
} mop_e;
typedef struct packed {
    funct6_e            funct6;  
    logic               vm;  
    logic       [24:20] vs2;  
    logic       [19:15] vs1_rs1_imm;  
    funct3_e            funct3;  
    logic       [11:7]  vd_rd_vs3;  
    opcode_e            opcode;  
} arithm_instr_t;
typedef struct packed {
    logic       [31:29] nf;  
    logic               mew;
    mop_e               mop;
    logic               vm;  
    logic       [24:20] vs2_rs2_lumop;  
    logic       [19:15] rs1;  
    logic       [14:12] width;  
    logic       [11:7]  vd_vs3;  
    opcode_e            opcode;  
} mem_instr_t;
typedef struct packed {
    logic               funct1;
    logic       [30:20] zimm11;
    logic       [19:15] rs1;
    funct3_e            funct3;
    logic       [11:7]  rd;
    opcode_e            opcode;
} setvlvi_instr_t;
typedef struct packed {
    logic               funct2;
    logic       [29:20] zimm10;
    logic       [19:15] uimm5;
    funct3_e            funct3;
    logic       [11:7]  rd;
    opcode_e            opcode;
} setivlvi_instr_t;
endpackage : vect_pkg
module SELECTOR #(
    parameter DATA_WIDTH = 32
)(
    input                               addsub_sel_i,
    input                               shift_sel_i,
    input                               logic_sel_i,
    input                               mul_sel_hi_i,
    input                               mul_sel_low_i,
    input                               com_sel_i,
    input                               mac_sel_i,
    input           [DATA_WIDTH-1:0]    addsub_data_i,
    input           [DATA_WIDTH-1:0]    shift_data_i,
    input           [DATA_WIDTH-1:0]    logic_data_i,
    input           [DATA_WIDTH-1:0]    mul_low_data_i,
    input           [DATA_WIDTH-1:0]    mul_hi_data_i,
    input           [DATA_WIDTH-1:0]    com_data_i,
    input           [DATA_WIDTH-1:0]    mac_data_i,
    output logic    [DATA_WIDTH-1:0]    data_o
);
logic [6:0] sel;
always_comb begin : MUX_LOGIC
    sel =   {addsub_sel_i, shift_sel_i, logic_sel_i, 
            mul_sel_hi_i, mul_sel_low_i, com_sel_i, mac_sel_i};
    case (sel)
        7'b100_0000 :   data_o  =   addsub_data_i; 
        7'b010_0000 :   data_o  =   shift_data_i;
        7'b001_0000 :   data_o  =   logic_data_i;
        7'b000_1000 :   data_o  =   mul_hi_data_i;
        7'b000_0100 :   data_o  =   mul_low_data_i;
        7'b000_0010 :   data_o  =   com_data_i;
        7'b000_0001 :   data_o  =   mac_data_i;
        default     :   data_o  =   addsub_data_i;
    endcase
end
endmodule
File: constraint.sdc
current_design SELECTOR

set clk_period 12.4
set clk_io_pct 0.2

create_clock -name clk0 -period $clk_period

set non_clock_inputs [all_inputs -no_clocks]
set_input_delay [expr $clk_period * $clk_io_pct] -clock clk0 $non_clock_inputs
set_output_delay [expr $clk_period * $clk_io_pct] -clock clk0 [all_outputs]
File: run.sh
#!/bin/bash
# OpenROAD 26Q1-2900-gdf79404cd8, Yosys 0.63+post, stock flow scripts
make -C /OpenROAD-flow-scripts/flow DESIGN_CONFIG=/design/flow/config.mk WORK_HOME=/design/flow/orfs finish
==> impl_metrics.yaml <==
# generated from flow reports
run_status:
  outcome: "finished, final reports clean"
timing:
  tightestPinTransition_ns: 0.6771
  finalCriticalPeriod_ns: 7.897
  setup_tns_ns: 0
  setup_violations: 0
  hold_violations: 0
  max-slew-margin-rel: 0.5477
  drv_slew: 0
  max_freq_mhz: 126.6
  min_period_over_period: 0.6369
  rsz0062_at_grt: "false"
floorplan:
  io_pins: 263
  chipArea_mm2: 0.01588
  die_w_um: 126
  die_h_um: 126
  coreArea_mm2: 0.01094
  rows: 38
  fp_util: 0.1719
synth:
  synth.area.top_cells: "a22oi_1 38%, o22a_1 15%, nor4_1 11%"
  ys_warn_count: 1
  ys_cells: 272
  ys_seq_share: 0
  synth_cell_types: 25
  netlist_top_cells_count: "95 x a22oi_1, 33 x nor4_1, 32 x a31oi_1, 32 x o22a_1, 23 x clkbuf_1"
  syn_inst: 272
  yosysMostFrequentCell: "a22oi_1"
  yosys.area.top_type: "a22oi_1"
  syn_area_mm2: 0.001879
  yosys_area_mm2: 0.001879
  synth.avg_cell_area_um2: 6.909
  netlist.area_leader.share: 0.3795
clocking:
  hold_buffers: 0
  cts-resized-gates: 0
  post_cts.repair.setup_buffers: 0
drt:
  route.met3.wl_um: 1815
  dr_total_vias: 3478
  drt-initial-drc-count: 259
  dr.pass1.iters: 5
  vias_per_cell: 5.426
  top_layer_used: "met4"
  wl_per_cell_um: 24.10
  route.detailed.drc: 0
  n_antenna_cell: 0
  wl_met2_um: 6948
  wirelength_um: 15450
  detail-route-antenna-nets: 0
  met1_length_um: 6253
worst_setup_path:
  worstPathRequired_ns: 9.92
  cp_data_arrival_time_ns: 5.42
  crit_type: "in -> out"
  crit_fanout: 13
  cp-end-kind: "primary output"
  worstSetupStartpointType: "input pin"
layout:
  clkbuf_count: 0
  syn_to_final_growth_pct: 143.0
  flop_area_um2: 0
  flop-count: 0
  drive_above_1_share: 0.04192
run:
  warnings: 32
  drv_cap: 0
global_routing:
  grt_overflow: 0
  antenna_found_initial: 0
  grt.total_usage: 0.1787
  grt_max_degree: 40
  first_global_vias: 3591
  grt_pass1_wl_um: 22620
placed_design:
  gp_congestion: 1.009
  dp_hpwl_um: 12910
  io_buffers: 263
power_and_ir_drop:
  total_power_uw: 131.5
  cellPowerDensity_mw_per_mm2: 28.79
  p_leak_uw: 0.001428
  max-vdd-ir-drop_mv: 0.01396
hold_path:
  hold_class: "in -> out"
final timing paths:
| check | start | endpoint | slack [ns] | cells past startpoint |
|---|---|---|---|---|
| worst max-delay path | com_sel_i | data_o[31] | 4.50 | 7 |
| worst min-delay path | com_data_i[15] | data_o[15] | 6.02 | 4 |
cells by family (layout without fill, tap and decap cells):
kind of cell           after synthesis  in the layout  synth area share
AND-OR/OR-AND                      163            163            0.6525
XOR/XNOR                             1              1          0.004661
buffers and inverters               47            276            0.1252
AND/OR/NAND/NOR                     61             61            0.2177
cells in the final DEF (no fill, tap or decap):
cell / synthesis / final
clkdlybuf4s50_1: 0 / 263
a22oi_1: 95 / 95
nor4_1: 33 / 33
o22a_1: 32 / 32
a31oi_1: 32 / 32
buf_4: 1 / 13
or3_1: 5 / 5
nor2b_1: 8 / 4
nor2b_2: 0 / 4
nand2b_1: 3 / 3
nand2_1: 3 / 3
o21ai_0: 2 / 2
nor3_1: 2 / 2
xor2_1: 1 / 1
o211a_1: 1 / 1
or4_4: 1 / 1
a211oi_4: 0 / 1
nor4b_4: 1 / 1
nor2_1: 1 / 1
nor3_4: 1 / 1
nand3b_1: 1 / 1
and3b_1: 1 / 1
nor4bb_1: 1 / 1
per-layer routing:
metal / vias to the layer above / global-route usage
met1: 1590 / 0.2214
met4: 0 / 0.04220
met2: 231 / 0.2898
met5: - / 0
met3: 16 / 0.06420
li1: 1641 / -
stage by stage:
stage	hold WS [ns]	setup WS [ns]	instance area [um2]	cells	utilization
2_1_floorplan	5.067	5.989	1879	272	-
3_3_place_gp	6.014	4.572	4567	641	0.4176
3_5_place_dp	6.020	4.565	4567	641	0.4176
4_1_cts	6.016	4.550	4567	641	0.4176
5_1_grt	6.071	4.317	4567	641	0.4176
6_report	6.020	4.503	4567	641	0.4176
cell type report:
class | instances | area (um2)
Multi-Input combinational cell | 225 | 1662
Tap cell | 140 | 175.2
Timing Repair Buffer | 276 | 2730
Fill cell | 1089 | 6369
power by group:
| part | switching (uW) | internal, uW | total, uW |
|---|---|---|---|
| Combinational | 38.0 | 93.5 | 131 |
| Sequential | 0 | 0 | 0 |
| Clock | 0 | 0 | 0 |
| Total | 38.0 | 93.5 | 131 |
worst max-delay path: stages:
cell and delay, ns:
clkdlybuf4s50_1 0.61, nor2b_1 0.60, and3b_1 0.62, buf_4 0.31, a22oi_1 0.10, a31oi_1 0.19, clkdlybuf4s50_1 0.50
Power and IR drop assume default switching activity.
